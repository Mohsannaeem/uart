--- flow/run.sh ---
#!/bin/bash
# OpenROAD 26Q1-2900-gdf79404cd8, Yosys 0.63+post, stock flow scripts
make -C /OpenROAD-flow-scripts/flow DESIGN_CONFIG=/design/flow/config.mk WORK_HOME=/design/flow/orfs finish
--- flow/config.mk ---
export PLATFORM = sky130hd
export DESIGN_NAME = UART_rs232_rx
export DESIGN_NICKNAME = UART_rs232_rx
export VERILOG_FILES = /design/flow/design.v
export SDC_FILE = /design/flow/constraint.sdc
export NUM_CORES = 4
export LEC_CHECK = 1
export CORE_UTILIZATION = 30
--- flow/constraint.sdc ---
current_design UART_rs232_rx

set clk_period 2.2
set clk_io_pct 0.2

create_clock -name clk0 -period $clk_period [get_ports {Clk}]
create_clock -name clk1 -period $clk_period [get_ports {Tick}]

set non_clock_inputs [all_inputs -no_clocks]
set_input_delay [expr $clk_period * $clk_io_pct] -clock clk0 $non_clock_inputs
set_output_delay [expr $clk_period * $clk_io_pct] -clock clk0 [all_outputs]
--- flow/design.v ---
module UART_rs232_rx (Clk,Rst_n,RxEn,RxData,RxDone,Rx,Tick,NBits);		 
input Clk, Rst_n, RxEn,Rx,Tick;		 
input [3:0]NBits;			 
output RxDone;				 
output [7:0]RxData;			 
parameter  IDLE = 1'b0, READ = 1'b1; 	 
reg [1:0] State, Next;			 
reg  read_enable = 1'b0;		 
reg  start_bit = 1'b1;			 
reg  RxDone = 1'b0;			 
reg [4:0]Bit = 5'b00000;		 
reg [3:0] counter = 4'b0000;		 
reg [7:0] Read_data= 8'b00000000;	 
reg [7:0] RxData;			 
always @ (posedge Clk or negedge Rst_n)			 
begin
if (!Rst_n)	State <= IDLE;				 
else 		State <= Next;				 
end
always @ (State or Rx or RxEn or RxDone)
begin
    case(State)	
	IDLE:	if(!Rx & RxEn)		Next = READ;	  
		else			Next = IDLE;
	READ:	if(RxDone)		Next = IDLE; 	  
		else			Next = READ;
	default 			Next = IDLE;
    endcase
end
always @ (State or RxDone)
begin
    case (State)
	READ: begin
		read_enable <= 1'b1;			 
	      end
	IDLE: begin
		read_enable <= 1'b0;			 
	      end
    endcase
end
always @ (posedge Tick)
	begin
	if (read_enable)
	begin
	RxDone <= 1'b0;							 
	counter <= counter+1;						 
	if ((counter == 4'b1000) & (start_bit))				 
	begin
	start_bit <= 1'b0;
	counter <= 4'b0000;
	end
	if ((counter == 4'b1111) & (!start_bit) & (Bit < NBits))	 
	begin
	Bit <= Bit+1;
	Read_data <= {Rx,Read_data[7:1]};
	counter <= 4'b0000;
	end
	if ((counter == 4'b1111) & (Bit == NBits)  & (Rx))		 
	begin
	Bit <= 4'b0000;
	RxDone <= 1'b1;
	counter <= 4'b0000;
	start_bit <= 1'b1;						 
	end
	end
end
always @ (posedge Clk)
begin
if (NBits == 4'b1000)
begin
RxData[7:0] <= Read_data[7:0];	
end
if (NBits == 4'b0111)
begin
RxData[7:0] <= {1'b0,Read_data[7:1]};	
end
if (NBits == 4'b0110)
begin
RxData[7:0] <= {1'b0,1'b0,Read_data[7:2]};	
end
end
endmodule
==> flow_summary.json <==
{
  "wl_met2_um": 994,
  "cp-startpoint": "NBits[3]",
  "std_cell_rows": 24,
  "crit_type": "primary input to flop",
  "dp_cells": 187,
  "yosys_area_sq_um": 1420,
  "common_cells": "edfxtp_1 (25), inv_1 (10), nor2_1 (10)",
  "syn_area_per_cell_sq_um": 12.79,
  "synth-simple-area-share_pct": 14.10,
  "warning_count": 27,
  "top_logic_kind": "simple AND/OR/NAND/NOR gates",
  "area_growth_syn_to_layout_pct": 27.22,
  "dp_slack_ns": -0.2029,
  "fp.dieW_um": 70.80,
  "untimed_endpoints": 6,
  "initCoreUtil_pct": 31.95,
  "tightest_slew_ns": 0.3370,
  "synth_flops": 30,
  "clock_skew_ns": 0.007792,
  "num_vias": 895,
  "die_area_sq_um": 5013,
  "maxSlewViolCount": 0,
  "irDropWorstVdd_uv": 519.3,
  "setup_viol": 0,
  "crit_path_start_kind": "primary input",
  "cpPeakStageDelay_ns": 0.51,
  "aoi_share_pct": 7.401,
  "hold_path.class": "primary input to async pin",
  "crit_path_max_fanout": 8,
  "dp_hpwl_um": 1727,
  "routed.top_layer": "met4",
  "diodes": 0,
  "worst_slack_ns": 0.07663,
  "ys_cells": 111,
  "p_leak_nw": 0.7067,
  "firstDrtPassIters": 22,
  "edf_count": 25,
  "ys_types": 32,
  "portBuffers": 16,
  "die_y_um": 70.80,
  "drtAntennaViolNets": 0,
  "drtIter0Drc": 51,
  "async_reset_ff_share_pct": 6.667,
  "finalPower_mw": 1.472,
  "ff_type": "edfxtp_1",
  "critPathRequiredTime_ns": 2.16,
  "wl_per_cell_um": 11.21,
  "unclocked_regs": 1,
  "ios": 18,
  "slowest_stage": "or4_4",
  "cp_cell_sequence": "clkdlybuf4s50_1, inv_1, ha_1, or4_4, nor3_2, and2_1, buf_6",
  "topCellsByArea": "edfxtp_1 (53%), ha_1 (6.2%), mux2i_1 (5.6%)",
  "fa_ha_area_share_pct": 6.167,
  "wl_um": 2186,
  "netlist_area_sq_um": 1420,
  "critPathCaptureType": "flop",
  "grt_util_all_layers_pct": 9.835,
  "route.detailed.drc": 0,
  "grt_pass1_wl_um": 3767,
  "antenna_found_initial": 0,
  "clk_pin_slew_ns": 0.06,
  "fillers": 402,
  "coreArea_sq_um": 4444,
  "yosys.area.top_type": "edfxtp_1",
  "yosys_warnings": 1,
  "synth.most_common_cell": "edfxtp_1",
  "via_per_inst": 4.590,
  "status": "completed",
  "fin_cells": 195,
  "maxCapViolCount": 0,
  "cts_tree": "done",
  "wl_met1_um": 1042,
  "drive_above_1_share_pct": 17.48,
  "ys_sh_xor_pct": 3.084,
  "powerDensity_nw_per_um2": 814.5,
  "ys_sh_mux_pct": 5.639,
  "cp_top_family": "simple AND/OR/NAND/NOR gates",
  "reg2reg_from": "counter[0]$_SDFFCE_PP0P_",
  "wl_met3_um": 128,
  "routabilityCongestion": 0.8165,
  "cts_hold_buf": 0,
  "top_cell_area_share_pct": 52.86,
  "gr-total-overflow": 0,
  "netlist_instances": 111,
  "grt_pass1_vias": 864,
  "hold_viol_final": 0,
  "crit_arrival_ns": 2.08,
  "cp_num_buf_inv": 3,
  "grt_max_degree": 15,
  "relSlewSlack_pct": 77.49
}
## routing by layer
metal	GRT usage, %	up-vias
met3	4.335	4
met2	15.06	21
li1	-	461
met1	13.79	409
met5	0	-
met4	1.556	0
## per-stage QoR
stage               setup TNS (ns)  cell area (sq um)  hold slack [ns]  util [%]
floorplan                        0               1420           0.1444         -
global placement            -2.664               1712           0.4716     38.51
detailed placement          -2.975               1712           0.4915     38.51
CTS                              0               1803           0.3619     40.57
global route             -0.005591               1807           0.3591     40.65
finish                           0               1807           0.3612     40.65
## state kept, by name, summed over array words and instances, names as in the netlist
signal / flops
State: 2
Read_data: 8
RxDone: 1
read_enable: 1
RxData: 8
start_bit: 1
Bit: 5
counter: 4
## power by group
group | total [mW] | internal (mW) | switching [mW]
sequential | 0.793 | 0.718 | 0.0753
clock | 0.422 | 0.252 | 0.170
combinational | 0.256 | 0.140 | 0.117
total | 1.47 | 1.11 | 0.362
## cells by family after synthesis
logic type	Yosys count
simple gates	34
flops	29
compound gates	15
buf+inv	12
mux	8
fa+ha+maj	7
xor+xnor	5
latches	1
## final timing paths
check | end | slack (ns) | cells past startpoint
min in group clk1 | Read_data[0]$_DFFE_PP_ | 0.51 | 0
min in group clk0 | RxData[7]$_SDFFE_PP0P_ | 0.52 | 2
worst max-delay path | Read_data[1]$_DFFE_PP_ | 0.08 | 7
max in group clk0 | RxData[3]$_DFFE_PP_ | 0.47 | 5
max in group asynchronous | State[0]$_DFF_PN1_ | 1.64 | 1
worst max register to register | Read_data[1]$_DFFE_PP_ | 0.26 | 6
worst min register to register | Read_data[0]$_DFFE_PP_ | 0.51 | 0
worst min-delay path | State[1]$_DFF_PN0_ | 0.36 | 1
## worst reg2reg max path, cell delays in order, from the launching register on
cell	delay (ns)
edfxtp_1	0.40
ha_1	0.23
nand3_2	0.12
or4_4	0.46
nor3_2	0.15
and2_1	0.16
buf_6	0.13
## layout by cell type, fill, tap and decap left out, drive strengths merged
master | Yosys | routed
edfxtp | 25 | 25
clkdlybuf4s50 | 0 | 16
inv | 10 | 10
nor2 | 10 | 10
buf | 1 | 10
mux2i | 8 | 8
nand2 | 8 | 8
ha | 7 | 7
clkbuf | 1 | 7
o21ai | 6 | 6
nand3 | 5 | 5
a21oi | 3 | 3
xor2 | 3 | 3
dfxtp | 2 | 2
nand4b | 2 | 2
nor3 | 2 | 2
nor2b | 2 | 2
xnor2 | 2 | 2
dfstp | 1 | 1
dfrtp | 1 | 1
nand2b | 1 | 1
a22o | 1 | 1
o22ai | 1 | 1
nor4 | 1 | 1
o31a | 1 | 1
nor3b | 1 | 1
or4 | 1 | 1
o21a | 1 | 1
and2 | 1 | 1
o31ai | 1 | 1
a31oi | 1 | 1
clkinv | 0 | 1
dlxtn | 1 | 1
## layout make-up
class / instances / area [sq um] / share of cell area, %
clock buffers: 7 / 86.33 / 4.778
clock inverters: 1 / 5.005 / 0.2770
inverters: 10 / 37.54 / 2.078
multi-input cells: 69 / 516.7 / 28.60
flip-flops and latches: 30 / 857.1 / 47.44
well taps: 52 / 65.06 / 3.601
repair buffers: 26 / 239.0 / 13.23
## timing repair
item / CTS / global route
gates resized: 0 / 1
setup buffers: 0 / 0
endpoints found under the setup margin: 0 / 8
Power is estimated from default activity; no workload was simulated.
