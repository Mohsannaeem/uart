### /design/flow/run.sh
#!/bin/bash
# OpenROAD 26Q1-2900-gdf79404cd8, Yosys 0.63+post, stock flow scripts
make -C /OpenROAD-flow-scripts/flow DESIGN_CONFIG=/design/flow/config.mk WORK_HOME=/design/flow/orfs finish
### /design/flow/config.mk
export PLATFORM = sky130hd
export DESIGN_NAME = UART_rs232_tx
export DESIGN_NICKNAME = UART_rs232_tx
export VERILOG_FILES = /design/flow/design.v
export SDC_FILE = /design/flow/constraint.sdc
export NUM_CORES = 4
export LEC_CHECK = 1
export CORE_UTILIZATION = 30
### /design/flow/constraint.sdc
current_design UART_rs232_tx

set clk_period 1.3
set clk_io_pct 0.2

create_clock -name clk0 -period $clk_period [get_ports {Clk}]
create_clock -name clk1 -period $clk_period [get_ports {Tick}]

set non_clock_inputs [all_inputs -no_clocks]
set_input_delay [expr $clk_period * $clk_io_pct] -clock clk0 $non_clock_inputs
set_output_delay [expr $clk_period * $clk_io_pct] -clock clk0 [all_outputs]
### /design/flow/design.v
module UART_rs232_tx (Clk,Rst_n,TxEn,TxData,TxDone,Tx,Tick,NBits);	 
input Clk, Rst_n, TxEn,Tick;	 
input [3:0]NBits;		 
input [7:0]TxData;		 
output Tx;
output TxDone;
parameter  IDLE = 1'b0, WRITE = 1'b1;	 
reg  State, Next;			 
reg  TxDone = 1'b0;			 
reg  Tx;				 
reg write_enable = 1'b0;		 
reg start_bit = 1'b1;			 
reg stop_bit = 1'b0;			 
reg [4:0] Bit = 5'b00000;		 
reg [3:0] counter = 4'b0000;		 
reg [7:0] in_data=8'b00000000;		 
reg [1:0] R_edge;			 
wire D_edge;				 
always @ (posedge Clk or negedge Rst_n)			 
begin
if (!Rst_n)	State <= IDLE;				 
else 		State <= Next;				 
end
always @ (State or D_edge or TxData or TxDone) 
begin
    case(State)	
	IDLE:	if(D_edge)		Next = WRITE;		 
		else			Next = IDLE;
	WRITE:	if(TxDone)		Next = IDLE;  		 
		else			Next = WRITE;
	default 			Next = IDLE;
    endcase
end
always @ (State)
begin
    case (State)
	WRITE: begin
		write_enable <= 1'b1;	 
	end
	IDLE: begin
		write_enable <= 1'b0;	 
	end
    endcase
end
always @ (posedge Tick)
begin
	if (!write_enable)				 
	begin
	TxDone = 1'b0;
	start_bit <=1'b1;
	stop_bit <= 1'b0;
	end
	if (write_enable)				 
	begin
	counter <= counter+1;				 
	if(start_bit & !stop_bit)			 
	begin
	Tx <=1'b0;					 
	in_data <= TxData;				 
	end		
	if ((counter == 4'b1111) & (start_bit) )	 
	begin		
	start_bit <= 1'b0;
	in_data <= {1'b0,in_data[7:1]};
	Tx <= in_data[0];
	end
	if ((counter == 4'b1111) & (!start_bit) &  (Bit < NBits-1))	 
	begin		
	in_data <= {1'b0,in_data[7:1]};
	Bit<=Bit+1;
	Tx <= in_data[0];
	start_bit <= 1'b0;
	counter <= 4'b0000;
	end	
	if ((counter == 4'b1111) & (Bit == NBits-1) & (!stop_bit))	 
	begin
	Tx <= 1'b1;	
	counter <= 4'b0000;	
	stop_bit<=1'b1;
	end
	if ((counter == 4'b1111) & (Bit == NBits-1) & (stop_bit) )	 
	begin
	Bit <= 4'b0000;
	TxDone = 1'b1;
	counter <= 4'b0000;
	end
	end
end
always @ (posedge Clk or negedge Rst_n)
begin
	if(!Rst_n)
	begin
	R_edge <= 2'b00;
	end
	else
	begin
	R_edge <={R_edge[0], TxEn};
	end
end
assign D_edge = !R_edge[1] & R_edge[0];
endmodule
==> run summary <==
Results of the flow run.

The synthesis report names the predominant flop master as edfxtp_1. The highest cell delay on the worst timing path stands at 0.44 ns. The number of placed I/O pins stands at 18. The switching share of power stands at 0.270. TritonCTS built the clock tree. The headroom to the max-slew limit stands at 0.823. The final wirelength stands at 2.35 mm. The worst setup path is captured at a flip-flop. The timing report gives the clock slew at the launch and capture registers of the worst setup and hold paths as 0.08 ns.

The data required time at the worst endpoint stands at 1.32 ns. The worst setup path is launched from a flip-flop. The portion of total power attributed to the clock network stands at 0.252. The slowest stage of the critical path belongs to the cell edfxtp_1.

The count of warnings emitted by yosys stands at 1. The slack of the worst reg-to-reg path stands at -0.65 ns. A synthesized cell averages 13.2 um^2.

Per the GRT congestion report, total overflow comes to 0. Of the synthesized area, sequential elements account for 0.539. The non-filler instance count after layout stands at 200. Setup violations remaining at the end of the flow were counted as 33.

The number of placed instances, taps included, is 180. The floorplan step records an initial core utilization of 0.313. Note, the detailed placer reported a final HPWL of 1.56 mm. The final reports fail on setup timing.

Looking at the max-slew report, the worst-margin pin has a slew of 0.264 ns. Compared with the post-synthesis result, the final layout area differs by 54.7%. The leakage power stands at 0.000797 uW. Entering global routing, the biggest net connects 13 pins. The synthesized design contains 18 enable-type register cells.

Of the total power, combinational logic draws 0.321. The area share of the largest cell type after synthesis stands at 0.431. Of all nets on the critical path, the largest fanout is 4. The number of nets with antenna violations after routing stands at 0. The commonest cells after synthesis are 18 x edfxtp_1, 7 x ha_1, 7 x mux2_4. The synthesized netlist was found by Yosys to have 95 cells. The hold violation count in the final report stands at 0. The power report puts the net switching power at 742 uW. The per-cell routed wire length stands at 11.7 um. The number of design rule violations left after detail routing stands at 0. Per the OpenROAD floorplan log, the area of the die is 4440 um^2. For this run, the script counts the antenna cells in the layout as 0. After synthesis the cells add up to 1250 um^2. In the post-synthesis netlist, the biggest area contributors are edfxtp_1 43%, mux2_4 8.4%, ha_1 7.0%. The iteration count of the initial detailed-routing pass stands at 3. VDD sags by at most 1.02 mV. edfxtp_1 takes more of the synthesized area than any other cell.

The tool warning count stands at 29. The placed instance area stands at 1680 um^2. Input and output buffers added on the ports amount to 16.

After clock tree synthesis, the flow added hold-fix buffers numbering 0. Per the detail_route report, the via count comes to 888. The path class of the tightest hold or removal check is primary input to asynchronous set/reset pin.

The power report attributes to the sequential group a share of 0.427. The total core area stands at 4000 um^2. Routability-driven placement finished with a final weighted congestion of 0.766. Internal power comes to 2010 uW. The most frequently used library cell after synthesis is edfxtp_1.

Across the run, the number of max-cap violations was 0. Per the final layout report, the fraction of cells sized above drive strength 1 comes to 0.527. The fraction of registers with async set or reset after synthesis stands at 0.125. The floorplan row count stands at 23. The clock sink count stands at 24. The first-iteration detailed-routing DRC count stands at 24. For reference, the most critical setup path is categorized as flip-flop to flip-flop.

Listed in order, past its start point the critical path passes ha_4 -> nor2b_4 -> o211ai_2 -> a21oi_2 -> a21o_2 -> mux2_4. The final worst-path setup slack stands at -0.650 ns. The via-per-instance ratio stands at 4.44. The report lists the power per cell area as 1420 nW/um^2. Across every metal layer, demand over resource in global routing totals 0.125. The unique cell type count in the Yosys netlist stands at 33. For this run, the chip area from Yosys synthesis comes to 1250 um^2. Setup repair after global routing could not meet its margin everywhere.

The number of antenna violations at the first check in global routing is 0. The setup skew after layout stands at 0.00550 ns. The first-pass GRT wire length stands at 3.94 mm.

The flow ran to the end, but the final reports show violations. At the worst endpoint, the arrival time is 1.97 ns. The number of register bits inferred by synthesis stands at 24.

The overall die width stands at 66.6 um. The post-synthesis instance total stands at 95. The cell area after layout stands at 1940 um^2. The number of slew-limit violations in the final report stands at 0. The vertical die dimension reported for this design is 66.6 um. The via count of the first global-routing pass stands at 909.
==> kinds of logic (layout without fill, tap and decap cells) <==
| kind of cell | after synthesis | after routing | synth area share |
|---|---|---|---|
| buffers and inverters | 8 | 62 | 0.0309 |
| adders and majority gates | 7 | 7 | 0.0699 |
| xor gates and xnor gates | 7 | 7 | 0.0489 |
| muxes | 8 | 8 | 0.0918 |
| AOI/OAI and AO/OA | 12 | 13 | 0.0808 |
| and+or+nand+nor | 29 | 29 | 0.139 |
| DFF | 24 | 24 | 0.539 |
==> flip-flops by register name, summed over array words and instances (netlist names) <==
register   count
R_edge         2
stop_bit       1
Tx             1
counter        4
start_bit      1
State          1
TxDone         1
Bit            5
in_data        8
==> per-layer routing <==
metal / track usage / vias to the layer above / routed length [um]
li1: - / 450 / -
met1: 0.195 / 428 / 1150
met2: 0.184 / 8 / 1100
met3: 0.0347 / 2 / 80
met4: 0.0160 / 0 / 17
met5: 0 / - / 0
==> cells in the final DEF (no fill, tap or decap), types with 2 or more instances in the layout <==
| cell type | synthesis | layout |
|---|---|---|
| buf_4 | 0 | 29 |
| edfxtp_1 | 18 | 18 |
| clkdlybuf4s50_1 | 0 | 10 |
| mux2_4 | 7 | 7 |
| clkbuf_8 | 0 | 6 |
| buf_6 | 1 | 5 |
| nand2_1 | 4 | 4 |
| nor2_1 | 6 | 4 |
| xor2_1 | 4 | 4 |
| nand3_1 | 4 | 4 |
| ha_1 | 7 | 4 |
| dfrtp_1 | 3 | 3 |
| inv_1 | 5 | 3 |
| a21oi_2 | 1 | 3 |
| and2_4 | 0 | 3 |
| o21a_1 | 4 | 3 |
| ha_4 | 0 | 3 |
| dlygate4sd2_1 | 0 | 3 |
| inv_2 | 0 | 2 |
| nor3_4 | 0 | 2 |
| xnor2_1 | 3 | 2 |
| nor2b_4 | 0 | 2 |
| nor2_2 | 0 | 2 |
| nor2b_1 | 3 | 2 |
| buf_2 | 1 | 2 |
| dfxtp_1 | 3 | 2 |
==> final timing paths <==
kind | end | start | depth (start not counted)
max reg2reg | in_data[2] | Bit[1] | 6
min in group clk1 | start_bit | State | 1
max in group asynchronous | R_edge[0] | Rst_n | 1
max | in_data[2] | Bit[1] | 6
min reg2reg | R_edge[1] | R_edge[0] | 0
min | State | Rst_n | 1
max in group clk0 | Tx | Tx | 1
min in group clk0 | R_edge[1] | R_edge[0] | 0
==> metrics by stage <==
| step | hold WS, ns | setup WS, ns | power (uW) | setup TNS [ns] | utilization |
|---|---|---|---|---|---|
| after global placement | 0.364 | -1.47 | 1930 | -43.43 | 0.419 |
| after global routing | 0.233 | -0.711 | 2930 | -21.56 | 0.485 |
| after detailed placement | 0.375 | -1.53 | 1960 | -44.17 | 0.419 |
| after floorplan | -0.0356 | -0.709 | 1620 | -19.13 | - |
| final | 0.224 | -0.650 | 2750 | -19.21 | 0.485 |
| after CTS | 0.223 | -0.639 | 2760 | -18.65 | 0.476 |
==> timing repair <==
action	4_1_cts	5_1_grt
hold endpoints to repair	0	0
resized	34	5
setup buffers	9	2
pin swaps	13	4
gates cloned	1	0
setup endpoints to repair	35	33
==> area by class of cell <==
class / count / area [um^2]
clock buffer: 7 / 86.3
inverter: 5 / 18.8
tap: 50 / 62.6
timing repair buffer: 49 / 410
multi-input combinational: 64 / 679
sequential: 24 / 677
clock inverter: 1 / 5.00
fill: 329 / 2060
==> power groups by stage <==
stage         registers [uW]  clock network [uW]  logic, uW
CTS                     1170                 718        872
global route            1200                 761        975
finish                  1170                 694        881
==> worst max-delay path, delay by kind of cell (launching register included) <==
family	cells	cell delay, ns
AND-OR/OR-AND	3	0.56
adder cells (fa/ha/maj)	1	0.29
flip-flops	1	0.44
multiplexers	1	0.30
AND/OR/NAND/NOR	1	0.12
Power and IR drop assume default switching activity.
