### ./design.v
`timescale 1ns / 1ps
module topmodule(
	  input  wire clk, reset,         
	  input  wire rx,		  
	  output wire tx ,
	  output Rx_Data  
	);
	reg  [7:0] r_reg;                        
	wire [7:0] r_next;                       
	wire tick;                               
	wire [7:0] rx_data_out;                  
	wire rx_done_tick, tx_done_tick;         
	reg [7:0] tx_d_next, tx_d_reg;            
	reg tx_start; 
	always @(posedge reset, posedge clk)
		if(reset)
			tx_d_reg <= 8'b00000000;
		else 
			tx_d_reg <=  rx_data_out;
	always @(posedge clk, posedge reset)
		if(reset)
			r_reg <= 0;
		else
			r_reg <= r_next;
	assign r_next = r_reg == 163 ? 0 : r_reg + 1;
	assign tick = r_reg == 163 ? 1 : 0;
	always @(*)
	begin 
	 tx_start<=1'b1;
	end
	uart_rx uart_rx_unit (.clk(clk), .reset(reset), .rx(rx), .baud_tick(tick), .rx_done_tick(rx_done_tick), .rx_data(rx_data_out));
	uart_tx uart_tx_unit (.clk(clk), .reset(reset), .tx_start(tx_start), .baud_tick(tick), .tx_data(tx_d_reg), .tx_done_tick(tx_done_tick), .tx(tx));
	assign Rx_Data= rx_data_out;
endmodule 
module uart_rx
	(
		input wire clk, reset,
		input wire rx, baud_tick,    
		output reg rx_done_tick,     
		output wire [7:0] rx_data    
	);
	localparam [1:0]
		idle  = 2'b00,	 
		start = 2'b01,	 
		data  = 2'b10,   
		stop  = 2'b11;   
	reg [1:0] state_reg, state_next;    
	reg [4:0] baud_reg, baud_next;      
	reg [3:0] n_reg, n_next;            
	reg [7:0] d_reg, d_next;            
	always @(posedge clk, posedge reset)
		if (reset)
			begin
                        state_reg <= idle;
                        baud_reg  <= 0;
                        n_reg     <= 0;
                        d_reg     <= 0;
			end
		else
			begin
                        state_reg <= state_next;
                        baud_reg  <= baud_next;
                        n_reg     <= n_next;
                        d_reg     <= d_next;
			end
	always @*
		begin
		state_next   = state_reg;
		rx_done_tick = 1'b0;
		baud_next    = baud_reg;
		n_next       = n_reg;
		d_next       = d_reg;
		case (state_reg)
			idle:                                        
				if (~rx)                             
					begin
					state_next = start;          
					baud_next  = 0;              
					end
			start:                                       
				begin 
				if(baud_tick)
					baud_next = baud_reg + 1;    
				else if (baud_reg == 8)              
					begin
					state_next = data;           
					baud_next  = 0;              
					n_next     = 0;              
					end 
				end
			data:                                        
				begin
				if(baud_tick)
					baud_next = baud_reg + 1;    
				else if(baud_reg == 16)              
					begin
					d_next    = {rx, d_reg[7:1]};    
					n_next    = n_reg + 1;           
					baud_next = 0;                   
					end
				else if(n_reg == 8)                      
					state_next = stop ;              
				end
			stop:                                            
				begin
				if(baud_tick)
					baud_next = baud_reg + 1;        
				else if (baud_reg == 16)                 
					begin
					state_next   = idle;             
					rx_done_tick = 1'b1;             
					end
				end        
		endcase
		end
 	assign rx_data = d_reg; 
endmodule
module uart_tx
	(
		input wire clk, reset,
		input wire tx_start, baud_tick,    
		input wire [7:0] tx_data,          
		output reg tx_done_tick,           
		output wire tx                     
	);
	localparam [1:0]
		idle  = 2'b00,	 
		start = 2'b01,	 
		data  = 2'b10,	 
		stop  = 2'b11;     
	reg [1:0] state_reg, state_next;  
	reg [4:0] baud_reg, baud_next;    
	reg [4:0] n_reg, n_next;          
	reg [7:0] d_reg, d_next;          
	reg tx_reg, tx_next;              
	always @(posedge clk, posedge reset)
		if (reset)
			begin
			state_reg <= idle;
                        baud_reg  <= 0;
                        n_reg     <= 0;
                        d_reg     <= 0;
                        tx_reg    <= 1'b1;
			end
		else
			begin
                        state_reg <= state_next;
                        baud_reg  <= baud_next;
                        n_reg     <= n_next;
                        d_reg     <= d_next;
                        tx_reg    <= tx_next;
			end
	always @*
		begin
		state_next   = state_reg;
		tx_done_tick = 1'b0;
		baud_next    = baud_reg;
		n_next       = n_reg;
		d_next       = d_reg;
		tx_next      = tx_reg;
		case (state_reg)
			idle:                                      
				begin
				tx_next = 1'b1;
				if (tx_start)                       
					begin
					state_next = start;         
					baud_next  = 0;             
					d_next     = tx_data;       
				        end
                                end
			start:                                      
				begin
				tx_next = 1'b0;                     
				if(baud_tick)
					baud_next = baud_reg + 1;   
				else if(baud_reg == 16)             
					begin
					state_next = data;          
					baud_next  = 0;             
					n_next     = 0;             
					end
				end
			data:
				begin
				tx_next = d_reg[0];                 
				if(baud_tick)
					baud_next = baud_reg + 1;   
				else if(baud_reg == 16)             
					begin
					d_next    = d_reg >> 1;     
					baud_next = 0;              
					n_next    = n_reg + 1;      
					end
				else if(n_reg == 8)                 
					state_next = stop ;         
				end
			stop:                                       
				begin
				tx_next = 1'b1;                     
				if(baud_tick)
					baud_next = baud_reg + 1;   
				else if(baud_reg == 16)             
					begin
					state_next = idle;          
					tx_done_tick = 1'b1;        
					end
				end
		endcase
		end
	assign tx = tx_reg;
endmodule
### ./run.sh
#!/bin/bash
# OpenROAD 26Q1-2900-gdf79404cd8, Yosys 0.63+post, stock flow scripts
make -C /OpenROAD-flow-scripts/flow DESIGN_CONFIG=/design/flow/config.mk WORK_HOME=/design/flow/orfs finish
### ./config.mk
export PLATFORM = sky130hd
export DESIGN_NAME = topmodule
export DESIGN_NICKNAME = topmodule
export VERILOG_FILES = /design/flow/design.v
export SDC_FILE = /design/flow/constraint.sdc
export NUM_CORES = 4
export LEC_CHECK = 1
export CORE_UTILIZATION = 40
### ./constraint.sdc
current_design topmodule

set clk_period 4.5
set clk_io_pct 0.2

create_clock -name clk0 -period $clk_period [get_ports {clk}]

set non_clock_inputs [all_inputs -no_clocks]
set_input_delay [expr $clk_period * $clk_io_pct] -clock clk0 $non_clock_inputs
set_output_delay [expr $clk_period * $clk_io_pct] -clock clk0 [all_outputs]
==> results.yml <==
# generated from flow reports
pwr:
  power_leakage_nw: 1.37
  finalPower_mw: 1.11
  p_per_area_nw_per_um2: 356
  ir_drop_mv: 0.234
timing:
  timing.final.ws_setup_ps: 2180
  layout_min_cycle_time_ps: 2320
  rsz0062_at_grt: "no"
  setup_viol: 0
  hold_ws_ps: 394
  max-slew-margin-rel_pct: 52.1
  clock_skew_ps: 7.38
  period_used_pct: 51.6
  hold_viol_final: 0
  slew_violations: 0
  tightest_slew_ps: 715
  fmax_ghz: 0.431
  tns_ps: 0
synth:
  syn_avg_cell_area_um2: 10.7
  syn_inst: 257
  xor_area_share_pct: 2.85
  ys_area_um2: 2760
  async_flop_share_pct: 100
  yosysWarnings: 3
  synthTopLogicFamily: "simple AND/OR/NAND/NOR gates"
  synthMuxAreaShare_pct: 6.16
  postSynthSeqShare_pct: 54.5
  ys_cells: 257
  flop_cell: "dfrtp_1"
  ys_ff: 60
  compound_area_share_pct: 12.6
  syn_area_um2: 2760
  ys_types: 49
  synth-edff-count: 0
  synthSimpleGateAreaFrac_pct: 16.9
  synthAdderAreaFrac_pct: 4.08
clock_network:
  cts_made_buffers: 9
  post-cts-setup-buffers: 0
  clk_latency_ps: 340
  clk_pin_slew_ps: 70
  cts_tree: "yes"
  cts_buffer_depth: 2
  post_cts_resize_count: 0
  cts_hold_buf: 0
  cts.sinks: 60
  htree_levels: 3
  clockRootBuffer: "clkbuf_8"
global_routing:
  grt-ovfl-total: 0
  grt_max_degree: 49
  grt_pass1_vias: 1804
  grt_pass1_wl_um: 8210
  track_usage_pct: 14.5
  antenna_found_initial: 0
detailed_routing:
  antennaDiodeCount: 0
  wl_per_cell_um: 13.1
  routed_wl_um: 4600
  route.detailed.drc: 0
  drt_iter0_markers: 71
  routed-via-count: 1848
  drtPass1Iterations: 4
  viasPerCell: 5.28
  drt.antenna.violating_nets: 0
finish:
  layout.cells.most_common: "dfrtp_1"
  area_growth_pct: 13.1
  comb_area_um2: 1180
  instances_no_fill: 350
  drive_above_1_share_pct: 13.9
  regArea_um2: 1510
  fillCellCount: 559
  final_cell_mix: "dfrtp_1, nand2_1, nor2_1"
worst_setup_path:
  crit_chain: "or4b_4, nor2_2, o21ai_2, or4_1, nand2_1"
  slowest_delay_ps: 580
  crit_family: "simple AND/OR/NAND/NOR gates"
  critPathMaxFanout: 14
  reg2reg_from: "r_reg[4]"
  crit_type: "register to register"
  endpoint_kind: "register"
  worstPathArrival_ps: 2600
  rrSetupSlack_ps: 2180
  cp.required_ps: 4780
  slowest_stage: "or4b_4"
  r2r-end: "uart_rx_unit.baud_reg[3]"
  crit_path_start_kind: "register"
  cp_num_buf_inv: 0
  rr_worst_depth: 5
place:
  dp_worst_setup_slack_ps: 2210
  hpwl_um: 2930
  port_buffers: 4
  dp_cells: 334
  routabilityCongestion: 0.788
min_path:
  holdPathStages: 0
  hold_path.startpoint: "uart_rx_unit.d_reg[7]"
  hold_path_class: "register to register"
  hold_path_end: "tx_d_reg[7]"
floorplanning:
  pin_count: 5
  core_area_um2: 6490
  die-area_um2: 7240
  initial_core_util_pct: 42.5
  dieHeight_um: 85.1
  rows: 29
  die_x_um: 85.1
run:
  warnings: 29
  cap_violations: 0
run_status:
  outcome: "finished, final reports clean"
[how the worst max path moves through the flow]
stage | start | endpoint | cells after the start
CTS | r_reg[4] | uart_rx_unit.baud_reg[3] | 5
global route | r_reg[4] | uart_rx_unit.baud_reg[3] | 5
finish | r_reg[4] | uart_rx_unit.baud_reg[3] | 5
[per-layer routing]
metal  GRT usage (%)  vias up  wire [um]
li1                -      932          -
met1            24.2      885       2400
met2            20.2       22       1960
met3            3.55        9        138
met4            2.77        0         98
met5               0        -          0
[cells by family after synthesis]
kind of cell             Yosys count
flip-flops                        60
multiplexers                      16
AND/OR/NAND/NOR                   89
adder cells (fa/ha/maj)            9
AND-OR/OR-AND                     54
buffers and inverters             20
XOR/XNOR                           9
[Yosys cell counts, types with 2 or more instances]
| master | n | area, um2 |
|---|---|---|
| nand3_1 | 11 | 55.1 |
| dfrtp_1 | 57 | 1430 |
| xor2_1 | 5 | 43.8 |
| o21ai_1 | 5 | 25.0 |
| nand2_1 | 28 | 105 |
| clkbuf_1 | 3 | 11.3 |
| nand2b_1 | 2 | 12.5 |
| xnor2_1 | 4 | 35.0 |
| buf_2 | 2 | 10.0 |
| a31oi_1 | 3 | 18.8 |
| nor2_1 | 20 | 75.1 |
| nand4bb_1 | 3 | 33.8 |
| inv_1 | 14 | 52.6 |
| mux2i_1 | 8 | 80.1 |
| mux2_2 | 8 | 90.1 |
| a21oi_1 | 14 | 70.1 |
| dfstp_2 | 3 | 78.8 |
| ha_1 | 9 | 113 |
| nand4_1 | 3 | 18.8 |
| a211oi_1 | 2 | 15.0 |
| o41ai_1 | 2 | 17.5 |
| o21ai_0 | 17 | 85.1 |
| nor2b_1 | 3 | 18.8 |
| nand3b_1 | 3 | 22.5 |
| nor3_1 | 4 | 20.0 |
[final cells by class]
cell class                      count  share of cell area [%]
Timing Repair Buffer                6                    1.76
Multi-Input combinational cell    177                    37.7
Inverter                           14                    1.68
Sequential cell                    60                    48.2
Tap cell                           77                    3.08
Clock buffer                       11                    4.85
Clock inverter                      5                    2.68
[power breakdown]
part           internal [mW]  leakage (nW)         switching, mW
registers              0.539         0.813  0.000000000000000110
logic                0.00219         0.445                0.0105
clock network          0.343         0.112                 0.217
total                  0.884          1.37                 0.228
[through the flow]
stage | area [um2] | util [%]
2_1_floorplan | 2760 | -
3_3_place_gp | 2890 | 44.5
3_5_place_dp | 2890 | 44.5
4_1_cts | 3120 | 48.1
5_1_grt | 3120 | 48.1
6_report | 3120 | 48.1
Power figures rest on the tool's default switching activity, not on a simulated workload.
